==> flow/design.v <==
module asynchronous_fifo #(
    parameter DATA_SIZE = 8,
    parameter ADDR_SIZE = 6
) (
    input  logic winc, wclk, wrst,
    input  logic rinc, rclk, rrst,
    input  logic [DATA_SIZE-1:0] wData,
    output logic [DATA_SIZE-1:0] rData,
    output logic wFull, rEmpty, wHalfFull, rHalfEmpty
);
    logic [ADDR_SIZE-1:0] waddr, raddr;    
    logic [ADDR_SIZE:0] g_wptr, g_rptr;  
    logic [ADDR_SIZE:0] g_wptr_sync, g_rptr_sync;  
    logic [ADDR_SIZE:0] wptr, rptr;       
    logic [ADDR_SIZE:0] wptr_s, rptr_s;  
    fifo_mem #(DATA_SIZE, ADDR_SIZE) fifo_mem_inst (.wclk(wclk), .w_en(winc), .rclk(rclk), .r_en(rinc), .b_wptr(wptr), .b_rptr(rptr), .data_in(wData), .full(wFull), .empty(rEmpty), .data_out(rData));
    synchronizer #(ADDR_SIZE) synchronizer_r2w_inst (.clk(rclk), .rst_n(rrst), .d_in(g_rptr), .d_out(g_rptr_sync));
    synchronizer #(ADDR_SIZE) synchronizer_w2r_inst (.clk(wclk), .rst_n(wrst), .d_in(g_wptr), .d_out(g_wptr_sync));
    rptr_handler #(ADDR_SIZE) rptr_handler_inst (.rclk(rclk), .rrst_n(rrst), .r_en(rinc), .g_wptr_sync(g_wptr_sync), .b_rptr(rptr), .g_rptr(g_rptr), .empty(rEmpty), .half_empty(rHalfEmpty));
    wptr_handler #(ADDR_SIZE) wptr_handler_inst (.wclk(wclk), .wrst_n(wrst), .w_en(winc), .g_rptr_sync(g_rptr_sync), .b_wptr(wptr), .g_wptr(g_wptr), .full(wFull), .half_full(wHalfFull));
endmodule
module fifo_mem #(
    parameter DATA_SIZE=8,
    parameter ADDR_SIZE=6
  ) (
    input wclk, w_en, rclk, r_en,
    input [ADDR_SIZE:0] b_wptr, b_rptr,
    input [DATA_SIZE-1:0] data_in,
    input full, empty,
    output reg [DATA_SIZE-1:0] data_out
);
    localparam DEPTH = 1<<ADDR_SIZE;
    reg [DATA_SIZE-1:0] fifo[0:DEPTH-1];
    always_ff @(posedge wclk) begin
    if(w_en & !full) begin
      fifo[b_wptr[ADDR_SIZE-1:0]] <= data_in;
    end
    end
    assign data_out = fifo[b_rptr[ADDR_SIZE-1:0]];
endmodule
module synchronizer #(
    parameter ADDR_SIZE = 6
) (
    input clk, rst_n,
    input [ADDR_SIZE:0] d_in,
    output reg [ADDR_SIZE:0] d_out
);
    reg [ADDR_SIZE:0] q1;
    always@(posedge clk) begin
      if(!rst_n) begin
        q1 <= '0;
        d_out <= '0;
      end
      else begin
        q1 <= d_in;
        d_out <= q1;
      end
    end
endmodule
module rptr_handler #(
    parameter PTR_WIDTH=6
  ) (
    input rclk, rrst_n, r_en,
    input [PTR_WIDTH:0] g_wptr_sync,
    output reg [PTR_WIDTH:0] b_rptr, g_rptr,
    output reg empty,
    output reg half_empty
);
    reg [PTR_WIDTH:0] b_rptr_next;
    reg [PTR_WIDTH:0] g_rptr_next;
    wire rempty, rhalf_empty;
    wire [PTR_WIDTH:0] b_wptr_sync;
    wire [PTR_WIDTH:0] rptr_diff;
    localparam DEPTH = 1 << PTR_WIDTH;
    assign b_rptr_next = b_rptr + (r_en & !empty);
    assign g_rptr_next = (b_rptr_next >>1) ^ b_rptr_next;
    generate
        genvar i;
        assign b_wptr_sync[PTR_WIDTH] = g_wptr_sync[PTR_WIDTH];
        for (i = PTR_WIDTH-1; i >= 0; i = i - 1) begin : gen_binary_conversion
            assign b_wptr_sync[i] = b_wptr_sync[i+1] ^ g_wptr_sync[i];
        end
    endgenerate
    assign rptr_diff  = b_wptr_sync - b_rptr;
    assign rhalf_empty = (rptr_diff <= (DEPTH >> 1));
    assign rempty = (g_wptr_sync == g_rptr_next);
    always_ff @(posedge rclk or negedge rrst_n) begin
      if(!rrst_n) begin
        b_rptr <= '0;
        g_rptr <= '0;
      end
      else begin
        b_rptr <= b_rptr_next;
        g_rptr <= g_rptr_next;
      end
    end
    always_ff @(posedge rclk or negedge rrst_n) begin
        if (!rrst_n) half_empty <= '1;
        else half_empty <= rhalf_empty;
    end
    always_ff @(posedge rclk or negedge rrst_n) begin
      if(!rrst_n) empty <= '1;
      else        empty <= rempty;
    end
endmodule
module wptr_handler #(
    parameter PTR_WIDTH=6
  ) (
    input wclk, wrst_n, w_en,
    input [PTR_WIDTH:0] g_rptr_sync,
    output reg [PTR_WIDTH:0] b_wptr, g_wptr,
    output reg full,
    output reg half_full
);
    reg [PTR_WIDTH:0] b_wptr_next;
    reg [PTR_WIDTH:0] g_wptr_next;
    wire wfull, whalf_full;
    wire [PTR_WIDTH:0] b_rptr_sync;
    wire [PTR_WIDTH:0] wptr_diff;
    localparam DEPTH = 1 << PTR_WIDTH;
    assign b_wptr_next = b_wptr + (w_en & !full);
    assign g_wptr_next = (b_wptr_next >>1) ^ b_wptr_next;
    generate
        genvar i;
        assign b_rptr_sync[PTR_WIDTH] = g_rptr_sync[PTR_WIDTH];
        for (i = PTR_WIDTH-1; i >= 0; i = i - 1) begin : gen_binary_conversion
            assign b_rptr_sync[i] = b_rptr_sync[i+1] ^ g_rptr_sync[i];
        end
    endgenerate
    assign wptr_diff  = b_wptr - b_rptr_sync;
    assign whalf_full = (wptr_diff >= (DEPTH >> 1));
    assign wfull = (g_wptr_next == {~g_rptr_sync[PTR_WIDTH:PTR_WIDTH-1], g_rptr_sync[PTR_WIDTH-2:0]});
    always_ff @(posedge wclk or negedge wrst_n) begin
      if(!wrst_n) begin
        b_wptr <= '0;
        g_wptr <= '0;
      end
      else begin
        b_wptr <= b_wptr_next;  
        g_wptr <= g_wptr_next;  
      end
    end
    always_ff @(posedge wclk or negedge wrst_n) begin
        if (!wrst_n) half_full <= '0;
        else half_full <= whalf_full;
    end
    always_ff @(posedge wclk or negedge wrst_n) begin
      if(!wrst_n) full <= '0;
      else        full <= wfull;
    end
endmodule
==> flow/run.sh <==
#!/bin/bash
# OpenROAD 26Q1-2900-gdf79404cd8, Yosys 0.63+post, stock flow scripts
make -C /OpenROAD-flow-scripts/flow DESIGN_CONFIG=/design/flow/config.mk WORK_HOME=/design/flow/orfs finish
==> flow/config.mk <==
export PLATFORM = sky130hd
export DESIGN_NAME = asynchronous_fifo
export DESIGN_NICKNAME = asynchronous_fifo
export VERILOG_FILES = /design/flow/design.v
export SDC_FILE = /design/flow/constraint.sdc
export NUM_CORES = 4
export LEC_CHECK = 1
export CORE_UTILIZATION = 30
==> flow/constraint.sdc <==
current_design asynchronous_fifo

set clk_period 12.0
set clk_io_pct 0.2

create_clock -name clk0 -period $clk_period [get_ports {rclk}]
create_clock -name clk1 -period $clk_period [get_ports {wclk}]

set non_clock_inputs [all_inputs -no_clocks]
set_input_delay [expr $clk_period * $clk_io_pct] -clock clk0 $non_clock_inputs
set_output_delay [expr $clk_period * $clk_io_pct] -clock clk0 [all_outputs]
==> run summary <==
Main metrics from the flow reports.

Routing resource usage on met1 recorded by global route was 0.168. The category of cells accounting for the largest share of critical-path delay is buffers and inverters. Per the detail_route report, vias per standard cell equal 4.93. The synth_stat.txt file lists the number of cells as 1205.

The first-pass GRT wire length is 74800 microns. The number of distinct standard cells referenced by the synthesized netlist is 48. In the final run the clock tree shows a worst skew of 0.0191 ns. The final timing report counts setup violations totalling 0. Per the STA report, the cell with the highest stage delay on the worst path is dfrtp_4. The share of layout cells above drive strength 1 is 0.177. The weighted congestion reported at the end of routability-driven placement is 0.899. The slew check shows that the tightest pin keeps a relative margin of 0.362. The number of hold violations in the final report came out at 0.

The mean cell area of the mapped netlist is 18.7 sq um. By instance count, the leading cell after synthesis is edfxtp_1. The instance count after placement with tap cells included is 2174. The required arrival time at the worst endpoint is 9.60 ns. The cell sequence reported for the critical path is buf_4 > buf_4 > mux4_2 > o22ai_1 > nor3_1 > a21oi_1 > a41oi_1 > clkdlybuf4s50_1. STA classifies the critical path endpoint as an output pin. The main area contributors are edfxtp_1 (68%), mux4_2 (9.6%), dfrtp_1 (3.1%). Looking at the critical path, the highest net fanout was 38. In this run the maximum-capacitance check reported violations numbering 0.

The post-detailed-routing wire length came out at 49700 microns. The data arrival at the endpoint of the critical path is 4.43 ns. The sum of negative setup slack is 0 ns. Entering global routing, the biggest net connects 65 pins. Counting stages on the worst path, the most repeated cell is buf_4. Setup repair after global routing left no endpoint under its margin. The count of final max-slew check failures is 0.

The count of mapped cells out of synthesis came out at 1205. The maximum cell stage delay along the critical path is 0.85 ns. The synthesized design contains 512 enable-type register cells.

The number of hold buffers added after CTS is 0. The count of antenna diodes in the layout is 0. The type recorded for the worst min-delay path is reg2reg. The summed instance area of the synthesized netlist is 22500 sq um.

The overall power is 5.85 mW. The worst-case setup slack after placement came out at 5.39 ns. The number of clock sinks is 570.

The global route total overflow came out at 0. The number of antenna violations at the first check in global routing came out at 3. The detailed router placed 11200 vias in this run. The detailed placement HPWL came out at 30600 microns. The worst hold margin is 0.352 ns. The largest total area in the synthesized netlist belongs to edfxtp_1.

The mean routed wirelength per cell is 21.9 microns. The DRC violation count after routing came out at 0. The clock transition at the registers of the reported paths is 0.06 ns. The sequential-to-total area share from yosys stat is 0.741.

The area of all placed cells without fillers is 25600 sq um. The non-filler instance count after layout came out at 2268. The number of buffers and inverters on the critical path is 3.

The number of logged tool warnings came out at 27. The cell area after placement is 23900 sq um. The utilization of the core after routing came out at 0.344. The first-pass iteration count of the detailed router is 5.

The peak ir drop on the vdd network is 0.149 mV. The setup path with the least slack is of type reg2out. The number of global-route vias before repair came out at 12000. The worst setup path is launched from a flip-flop. The synthesis area per yosys came out at 22500 sq um.

The leakage component of the power was reported as 8.23 nW. The overall die area is 76200 sq um. The detailed router finished its first iteration with 778 violations. The ratio of total power to cell area is 229 nW/um^2. The global router reports that the layer with the highest usage is met2. The core footprint came out at 74300 sq um.

For this run, global-route usage on met2 was measured as 0.223. The initial standard-cell utilization of the core came out at 0.303. The CTS tree is yes.

Counting the warning lines in the Yosys log gives 9. The cell resize tally after clock tree synthesis came out at 0. The share of flip-flops with an asynchronous set or reset after synthesis is 0.0526. The final antenna-violating net count is 0. Buffers placed on the I/O ports in this run total 24. The vertical die size came out at 276 microns. The most used flip-flop cell after synthesis is edfxtp_1.

In this run the post-CTS setup repair buffer count came out at 0. The area added between synthesis and finish came out at 13.5%. For the pin with the worst max-slew slack, the measured transition is 0.953 ns. The worst setup slack after layout came out at 5.17 ns. The chip width came out at 276 microns. The top-level I/O count is 26. The number of storage elements in the synthesis netlist came out at 570. Yosys reports that the most numerous cell types are edfxtp_1 (512), mux4_2 (96), nor2_1 (68). The area share of the largest cell type after synthesis came out at 0.683. The all-layer global routing usage is 0.140.

According to the floorplan log, the row count is 100. The run finished with clean final reports. The met3 track utilization from global routing is 0.0739.
==> final cells by class <==
class                      count  area [sq um]
clock buffer                  67          1460
clock inverter                27           245
fill                        6865         48800
inverter                      16          60.1
multi-input combinational    559          5420
sequential                   570         16700
tap                          969          1210
timing repair buffer          60           470
==> state kept, by name, summed over array words and instances, names as in the netlist <==
signal                        cells
synchronizer_w2r_inst.q1          7
rptr_handler_inst.b_rptr          6
wptr_handler_inst.b_wptr          6
rptr_handler_inst.empty           1
fifo_mem_inst.fifo              512
rptr_handler_inst.half_empty      1
rptr_handler_inst.g_rptr          7
wptr_handler_inst.half_full       1
synchronizer_r2w_inst.q1          7
synchronizer_w2r_inst.d_out       7
wptr_handler_inst.g_wptr          7
wptr_handler_inst.full            1
synchronizer_r2w_inst.d_out       7
==> power breakdown <==
group          internal [mW]  switching [mW]  total [mW]
registers               2.29           0.117        2.41
logic                  0.761            1.04        1.80
clock network          0.949           0.695        1.64
total                   4.00            1.85        5.85
==> tightest hold or removal path, stage by stage (launching register included) <==
cell     delay (ns)
dfxtp_1        0.33
xor2_1         0.17
nor3_1         0.10
==> routing by layer <==
metal  routed length [microns]  vias up  share of wire
li1                          -     4951              -
met5                        40        -        0.00081
met3                      5540      111           0.11
met1                     17700     5591           0.36
met4                      1970        6          0.040
met2                     24400      525           0.49
==> cells in the final DEF (no fill, tap or decap), drive strengths merged, types with 28 or more instances in the layout <==
master  count
nand2      31
mux2i      64
clkbuf     67
nor2       68
and2       36
dfxtp      28
xor2       29
buf        44
o221ai     32
mux4       96
nand3      29
edfxtp    512
dfrtp      28
o22ai      40
==> path summary, 6_finish.rpt <==
path / start / to / slack, ns / depth (start not counted)
min in group asynchronous: wrst / wptr_handler_inst.full / 2.20 / 2
worst min register to register: synchronizer_r2w_inst.d_out[2] / wptr_handler_inst.full / 0.35 / 2
min in group clk0: synchronizer_r2w_inst.q1[4] / synchronizer_r2w_inst.d_out[4] / 0.43 / 1
worst max register to register: synchronizer_w2r_inst.d_out[6] / rptr_handler_inst.half_empty / 8.59 / 12
max in group clk1: winc / fifo_mem_inst.fifo[47][4] / 7.25 / 5
worst max-delay path: rptr_handler_inst.b_rptr[0] / rData[3] / 5.17 / 8
worst min-delay path: synchronizer_r2w_inst.d_out[2] / wptr_handler_inst.full / 0.35 / 2
max in group asynchronous: rrst / rptr_handler_inst.empty / 9.25 / 2
==> kinds of logic (layout without fill, tap and decap cells) <==
group           Yosys count  count (layout)  share of synthesized area
flops                   570             570                      0.741
simple gates            212             212                     0.0458
mux                     161             161                      0.125
compound gates          119             119                     0.0387
buf+inv                  76             170                     0.0186
xor+xnor                 51              51                     0.0222
fa+ha+maj                16              16                    0.00889
No activity file was given, so power comes from the tool's default toggle rates.
