<file path="design.v">
module fifo2 (rdata, wfull, rempty, wdata, winc, wclk, wrst_n, rinc, rclk, rrst_n);
    parameter DSIZE = 8;
    parameter ASIZE = 6;
    output [DSIZE-1:0] rdata;
    output wfull;
    output rempty;
    input [DSIZE-1:0] wdata;
    input winc, wclk, wrst_n;
    input rinc, rclk, rrst_n;
    wire [ASIZE-1:0] wptr, rptr;
    wire [ASIZE-1:0] waddr, raddr;
    wire aempty_n, afull_n;
    async_cmp  #(ASIZE)        async_cmp  (.aempty_n(aempty_n), .afull_n(afull_n), .wptr(wptr), .rptr(rptr), .wrst_n(wrst_n));
    fifomem    #(DSIZE, ASIZE) fifomem    (.rdata(rdata), .wdata(wdata), .waddr(waddr), .raddr(raddr), .wclken(winc & ~wfull), .wclk(wclk));
    rptr_empty #(ASIZE)        rptr_empty (.rempty(rempty), .rptr(rptr), .raddr(raddr), .aempty_n(aempty_n), .rinc(rinc), .rclk(rclk), .rrst_n(rrst_n));
    wptr_full  #(ASIZE)        wptr_full  (.wfull(wfull), .wptr(wptr), .waddr(waddr), .afull_n(afull_n), .winc(winc), .wclk(wclk), .wrst_n(wrst_n));
endmodule
module fifomem (rdata, wdata, waddr, raddr, wclken, wclk);
    parameter DATASIZE = 8;  
    parameter ADDRSIZE = 6;  
    parameter DEPTH = 1<<ADDRSIZE;  
    output [DATASIZE-1:0] rdata;
    input [DATASIZE-1:0] wdata;
    input [ADDRSIZE-1:0] waddr, raddr;
    input wclken, wclk;
    reg [DATASIZE-1:0] MEM [0:DEPTH-1];
    assign rdata = MEM[raddr];
    always @(posedge wclk)
        if (wclken) MEM[waddr] <= wdata;
endmodule
module async_cmp (aempty_n, afull_n, wptr, rptr, wrst_n);
    parameter ADDRSIZE = 6;
    parameter N = ADDRSIZE-1;
    output aempty_n, afull_n;
    input [N:0] wptr, rptr;
    input wrst_n;
    reg direction = 1'b0;
    wire dirset_n = ~( (wptr[N]^rptr[N-1]) & ~(wptr[N-1]^rptr[N]));
    wire dirclr_n = ~((~(wptr[N]^rptr[N-1]) & (wptr[N-1]^rptr[N])) | ~wrst_n);
    always @(negedge dirset_n or negedge dirclr_n)
        if      (!dirclr_n) direction <= 1'b0;
        else if (!dirset_n) direction <= 1'b1;
    assign aempty_n = ~((wptr == rptr) && !direction);
    assign afull_n = ~((wptr == rptr) && direction);
endmodule
module rptr_empty (rempty, rptr, raddr, aempty_n, rinc, rclk, rrst_n);
    parameter ADDRSIZE = 6;
    output rempty;
    output [ADDRSIZE-1:0] rptr;
    output [ADDRSIZE-1:0] raddr;
    input aempty_n;
    input rinc, rclk, rrst_n;
    reg [ADDRSIZE-1:0] rptr, rbin;
    reg rempty, rempty2;
    wire [ADDRSIZE-1:0] rgnext, rbnext;
    assign raddr = rbin;
    always @(posedge rclk or negedge rrst_n)
        if (!rrst_n) begin
        rbin <= 0;
        rptr <= 0;
        end
        else begin
        rbin <= rbnext;
        rptr <= rgnext;
        end
    assign rbnext = !rempty ? rbin + rinc : rbin;
    assign rgnext = (rbnext>>1) ^ rbnext;  
    always @(posedge rclk or negedge rrst_n or negedge aempty_n)
        if      (!rrst_n)   {rempty,rempty2} <= 2'b11;
        else if (!aempty_n) {rempty,rempty2} <= 2'b11;
        else                {rempty,rempty2} <= {rempty2,~aempty_n};
endmodule
module wptr_full (wfull, wptr, waddr, afull_n, winc, wclk, wrst_n);
    parameter ADDRSIZE = 6;
    output wfull;
    output [ADDRSIZE-1:0] wptr;
    output [ADDRSIZE-1:0] waddr;
    input afull_n;
    input winc, wclk, wrst_n;
    reg [ADDRSIZE-1:0] wptr, wbin;
    reg wfull, wfull2;
    wire [ADDRSIZE-1:0] wgnext, wbnext;
    assign waddr = wbin;
    always @(posedge wclk or negedge wrst_n)
        if (!wrst_n) begin
        wbin <= 0;
        wptr <= 0;
        end
        else begin
        wbin <= wbnext;
        wptr <= wgnext;
        end
    assign wbnext = !wfull ? wbin + winc : wbin;
    assign wgnext = (wbnext>>1) ^ wbnext;  
    always @(posedge wclk or negedge wrst_n or negedge afull_n)
        if (!wrst_n ) {wfull,wfull2} <= 2'b00;
        else if (!afull_n) {wfull,wfull2} <= 2'b11;
        else {wfull,wfull2} <= {wfull2,~afull_n};
endmodule
</file>
<file path="run.sh">
#!/bin/bash
# OpenROAD 26Q1-2900-gdf79404cd8, Yosys 0.63+post, stock flow scripts
make -C /OpenROAD-flow-scripts/flow DESIGN_CONFIG=/design/flow/config.mk WORK_HOME=/design/flow/orfs finish
</file>
<file path="config.mk">
export PLATFORM = sky130hd
export DESIGN_NAME = fifo2
export DESIGN_NICKNAME = fifo2
export VERILOG_FILES = /design/flow/design.v
export SDC_FILE = /design/flow/constraint.sdc
export NUM_CORES = 4
export LEC_CHECK = 1
export CORE_UTILIZATION = 30
</file>
<file path="constraint.sdc">
current_design fifo2

set clk_period 16.2
set clk_io_pct 0.2

create_clock -name clk0 -period $clk_period [get_ports {rclk}]
create_clock -name clk1 -period $clk_period [get_ports {wclk}]

set non_clock_inputs [all_inputs -no_clocks]
set_input_delay [expr $clk_period * $clk_io_pct] -clock clk0 $non_clock_inputs
set_output_delay [expr $clk_period * $clk_io_pct] -clock clk0 [all_outputs]
</file>
==> results_dict.tcl <==
# place-and-route summary
set metrics [dict create \
    status "completed" \
    ant_nets 0 \
    simple_gate_area_share_pct 3.74 \
    grt-ovfl-total 0 \
    drv_cap 0 \
    cp-end-kind "output pin" \
    rsz0062_at_grt "no" \
    dieArea_sq_mm 0.0708 \
    grt_max_degree 77 \
    antenna_found_initial 2 \
    dr.pass1.iters 5 \
    syn-cell-area_sq_mm 0.0209 \
    diodes 0 \
    synthMuxAreaShare_pct 14.1 \
    synth_warnings 6 \
    ioPinCount 24 \
    leakage_uw 0.00737 \
    start_kind "register" \
    rows 96 \
    netlist_instances 1009 \
    crit_type "reg2out" \
    max_slew_margin_pct 30.3 \
    hold_buffers 0 \
    placed_area_sq_mm 0.0221 \
    final.setup.tns_ns 0 \
    fa_ha_area_share_pct 0.239 \
    grt_pass1_vias 10700 \
    io_buffer_count 22 \
    fin_cells 2032 \
    synthAoiAreaFrac_pct 2.33 \
    vias_per_cell 4.87 \
    drive_above_1_share_pct 23.3 \
    hold_ws_ns 0.187 \
    wl_per_cell_um 22.4 \
    clock_skew_ns 0.0182 \
    grtUsageTotal_pct 14.1 \
    post_cts_buffers 0 \
    unclocked_pins 1 \
    min_path_type "reg2async" \
    die_x_um 266 \
    ir_drop_mv 0.134 \
    crit_fanout 51 \
    ys_types 45 \
    setup_viol 0 \
    logic_area_sq_mm 0.00450 \
    hpwl_um 27400 \
    ys_ff 539 \
    worst_slew_pin_slew_ns 1.04 \
    finalMaxSlewViolations 0 \
    grt_pass1_wl_um 68600 \
    crit_arrival_ns 3.79 \
    routabilityCongestion 0.866 \
    cp.required_ns 12.96 \
    area_growth_syn_to_layout_pct 14.8 \
    flop_area_sq_mm 0.0161 \
    hold_viol 0 \
    ys_sh_xor_pct 1.09 \
    totalWireLength_um 45600 \
    path_clk_slew_ns 0.06 \
    die_y_um 266 \
    dpl.cell_count 1932 \
    ys_seq_share_pct 76.8 \
    fin_area_sq_mm 0.0240 \
    nFillCells 6240 \
    fp_util_pct 30.4 \
    drt_iter0_markers 682 \
    route.vias.total 9899 \
    design.core.area_sq_mm 0.0688 \
    cts_tree "done" \
    p_per_area_mw_per_mm2 170 \
    ys_area_sq_mm 0.0209 \
    top_logic_kind "multiplexers" \
    warning_count 28 \
    ys_cells 1009 \
    syn_area_per_cell_sq_um 20.7 \
    drc 0 \
    cts_resized 0 \
]
==> layer usage <==
| layer | wire length [um] | GRT usage (%) |
|---|---|---|
| met1 | 16900 | 17.7 |
| met2 | 21900 | 21.6 |
| met3 | 5700 | 8.37 |
| met4 | 1100 | 2.92 |
| met5 | 22 | 0 |
==> placed cells by master (no fill, tap or decap), types with 5 or more instances in the layout <==
master	instances
edfxtp_1	512
mux4_2	128
nor2_1	83
clkbuf_16	55
o22ai_1	46
nand3_1	21
dfrtp_1	20
buf_4	20
nand2_1	19
xnor2_1	18
clkdlybuf4s50_1	14
inv_1	12
nor2b_1	11
clkinv_2	11
bufinv_16	10
clkbuf_1	9
xor2_1	8
buf_2	8
o21ai_1	7
a22oi_1	6
clkinv_1	6
or3b_2	5
nand3b_1	5
or4_1	5
==> final timing paths <==
check | depth (start not counted) | start | endpoint | slack [ns]
max | 7 | rptr_empty.rbin[1]$_DFF_PN0_ | rdata[0] | 9.17
min in group clk1 | 3 | rptr_empty.rptr[2]$_DFF_PN0_ | wptr_full.wfull2$_DFFSR_PPN_ | 0.29
min reg2reg | 4 | rptr_empty.rptr[2]$_DFF_PN0_ | wptr_full.wfull2$_DFFSR_PPN_ | 0.19
min in group clk0 | 0 | rptr_empty.rempty2$_DFF_PP1_ | rptr_empty.rempty$_DFF_PP1_ | 0.36
min | 4 | rptr_empty.rptr[2]$_DFF_PN0_ | wptr_full.wfull2$_DFFSR_PPN_ | 0.19
max in group asynchronous | 2 | rrst_n | rptr_empty.rempty2$_DFF_PP1_ | 12.27
max in group clk1 | 4 | winc | fifomem.MEM[2][5]$_DFFE_PP_ | 10.80
max reg2reg | 3 | wptr_full.wfull$_DFFSR_PPN_ | fifomem.MEM[63][3]$_DFFE_PP_ | 13.27
==> power by group <==
group          internal, uW  switching (uW)  total, uW
clock                   788             514       1300
sequential             1600             101       1710
combinational           483             584       1070
total                  2870            1200       4070
==> sequential cells by signal (all words and copies together), names as in the netlist <==
register / count
rptr_empty.rptr: 6
rptr_empty.rempty: 1
wptr_full.wfull: 1
rptr_empty.rbin: 5
fifomem.MEM: 512
async_cmp.direction: 1
wptr_full.wfull2: 1
wptr_full.wbin: 5
rptr_empty.rempty2: 1
wptr_full.wptr: 6
==> synth_stat cells, drive strengths merged <==
master / instances / area (sq um)
mux4: 128 / 2880
nand2b: 2 / 12.5
clkbuf: 20 / 75.1
nor2: 83 / 312
xor2: 8 / 70.1
xnor2: 18 / 158
and2: 2 / 12.5
a22oi: 6 / 45.0
nand2: 19 / 71.3
o31ai: 1 / 7.51
o41ai: 2 / 17.5
nor4b: 1 / 8.76
dfbbp: 2 / 65.1
or3: 2 / 12.5
mux2i: 3 / 30.0
nor3: 4 / 20.0
nand4: 3 / 18.8
or3b: 5 / 43.8
conb: 1 / 3.75
nor4: 1 / 6.26
or4: 5 / 37.5
or2: 1 / 6.26
buf: 31 / 228
a311o: 1 / 10.0
edfxtp: 512 / 15400
o22ai: 46 / 288
ha: 4 / 50.1
inv: 12 / 45.0
nand3b: 5 / 37.5
o21ai: 11 / 55.1
nor2b: 11 / 68.8
a311oi: 2 / 17.5
dfstp: 2 / 52.6
mux2: 3 / 33.8
a21boi: 1 / 7.51
a211oi: 2 / 15.0
nand3: 21 / 105
dfrtp: 23 / 576
a31oi: 4 / 25.0
nand4b: 1 / 8.76
==> per-stage QoR <==
step | total power, uW | utilization, % | setup WS [ns]
2_1_floorplan | 2450 | - | 11.13
3_3_place_gp | 2810 | 32.2 | 9.44
3_5_place_dp | 2820 | 32.2 | 9.43
4_1_cts | 4120 | 34.9 | 9.16
5_1_grt | 4250 | 34.9 | 8.94
6_report | 4070 | 34.9 | 9.17
==> logic make-up after synthesis <==
family | Yosys count
other | 1
AND-OR/OR-AND | 76
XOR/XNOR | 26
buffers and inverters | 63
AND/OR/NAND/NOR | 166
adder cells (fa/ha/maj) | 4
flip-flops | 539
multiplexers | 134
==> layout make-up <==
type                    instances  share of cell area, %
multi-input cells             407                   18.7
repair buffers                 43                   1.46
inverters                      12                  0.188
well taps                     931                   4.85
flip-flops and latches        539                   67.0
clock buffers                  65                   5.93
clock inverters                35                   1.88
==> critical path, cell delays in order, from the launching register on <==
cell and delay [ns]:
dfrtp_4 0.91, buf_4 0.69, mux4_2 0.41, a22oi_1 0.23
nand2_1 0.10, a311oi_1 0.52, o41ai_1 0.19, clkdlybuf4s50_1 0.44
No activity file was given, so power comes from the tool's default toggle rates.
